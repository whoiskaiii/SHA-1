==> ./design.v <==
module sha1_core (
  input               clk,
  input               rst_n,
  input               din_vld,  
  input       [31:0]  din,  
  input               use_prec_cv,  
  output  reg         busy,
  output  reg         dout_vld,  
  output      [159:0] dout  
  );
localparam  [31:0]  H0_INIT = 32'h67452301,
                    H1_INIT = 32'hefcdab89,
                    H2_INIT = 32'h98badcfe,
                    H3_INIT = 32'h10325476,
                    H4_INIT = 32'hc3d2e1f0;
reg       din_vld_d;
reg [6:0] cnt_w;
reg       w_busy;
reg [1:0] stage_cal;  
reg   [31:0]  w_reg [0:15];
wire  [31:0]  w_nxt_xor;
wire  [31:0]  w_nxt;
assign  w_nxt_xor = w_reg[13] ^ w_reg[8] ^ w_reg[2] ^ w_reg[0];
assign  w_nxt     = {w_nxt_xor[30:0], w_nxt_xor[31]};  
always @(posedge clk or negedge rst_n) begin
  if(~rst_n)
    cnt_w <=  'd0;
  else if(w_busy || din_vld) begin  
    if(cnt_w=='d79)
      cnt_w <=  'd0;
    else
      cnt_w <=  cnt_w + 1'b1;
  end
end
always @(posedge clk or negedge rst_n) begin
  if(~rst_n)
    w_busy  <=  1'b0;
  else if(din_vld)
    w_busy  <=  1'b1;
  else if(cnt_w=='d79)
    w_busy  <=  1'b0;
end
generate
  genvar  i;
  for(i=0; i<=15; i=i+1) begin: gen_w_reg
    always @(posedge clk) begin 
      if(i==15) begin
        if(din_vld)
          w_reg[i]  <=  din;
        else if(w_busy)
          w_reg[i]  <=  w_nxt;
      end else begin
          w_reg[i]  <=  w_reg[i+1];
      end
    end
  end
endgenerate
reg           a_e_busy;
reg           a_e_busy_d;
reg   [31:0]  h0, h1, h2, h3, h4;
reg   [31:0]  a_reg;
reg   [31:0]  b_reg;
reg   [31:0]  c_reg;
reg   [31:0]  d_reg;
reg   [31:0]  e_reg;
reg   [31:0]  f_temp;
reg   [31:0]  k_temp;
wire  [31:0]  a_nxt;
assign  a_nxt = {a_reg[26:0], a_reg[31:27]} + f_temp + e_reg + w_reg[15] + k_temp;
assign  dout  = {h0, h1, h2, h3, h4};
always @(posedge clk or negedge rst_n) begin
  if(~rst_n)
    din_vld_d <=  1'b0;
  else
    din_vld_d <=  din_vld;
end
always @(posedge clk or negedge rst_n) begin
  if(~rst_n)
    stage_cal <=  'd0;
  else if(din_vld && ~din_vld_d)  
    stage_cal <=  'd0;
  else if((cnt_w=='d20) || (cnt_w=='d40) || (cnt_w=='d60))
    stage_cal <=  stage_cal + 1'b1;
end
always @(*) begin
  case(stage_cal)
    2'd0: begin
      k_temp  = 32'h5A827999;
      f_temp  = (b_reg & c_reg) | ((~b_reg) & d_reg);
    end
    2'd1: begin
      k_temp  = 32'h6ED9EBA1;
      f_temp  = b_reg ^ c_reg ^ d_reg;
    end
    2'd2: begin
      k_temp  = 32'h8F1BBCDC;
      f_temp  = (b_reg & c_reg) | (b_reg & d_reg) | (c_reg & d_reg);
    end
    2'd3: begin
      k_temp  = 32'hCA62C1D6;
      f_temp  = b_reg ^ c_reg ^ d_reg;
    end
  endcase
end
always @(posedge clk or negedge rst_n) begin
  if(~rst_n) begin
    a_reg <=  H0_INIT;
    b_reg <=  H1_INIT;
    c_reg <=  H2_INIT;
    d_reg <=  H3_INIT;
    e_reg <=  H4_INIT;
  end else if(din_vld && (~din_vld_d)) begin  
    if(use_prec_cv) begin
      a_reg <=  h0;
      b_reg <=  h1;
      c_reg <=  h2;
      d_reg <=  h3;
      e_reg <=  h4;
    end else begin
      a_reg <=  H0_INIT;
      b_reg <=  H1_INIT;
      c_reg <=  H2_INIT;
      d_reg <=  H3_INIT;
      e_reg <=  H4_INIT;
    end
  end else if(a_e_busy) begin
    a_reg <=  a_nxt;
    b_reg <=  a_reg;
    c_reg <=  {b_reg[1:0], b_reg[31:2]};  
    d_reg <=  c_reg;
    e_reg <=  d_reg;
  end
end
always @(posedge clk or negedge rst_n) begin
  if(~rst_n) begin
    a_e_busy    <=  1'b0;
    a_e_busy_d  <=  1'b0;
  end else begin
    a_e_busy    <=  w_busy | din_vld;
    a_e_busy_d  <=  a_e_busy;
  end
end
always @(posedge clk or negedge rst_n) begin
  if(~rst_n) begin
    h0  <=  H0_INIT;
    h1  <=  H1_INIT;
    h2  <=  H2_INIT;
    h3  <=  H3_INIT;
    h4  <=  H4_INIT;
  end else if(din_vld && (!din_vld_d)) begin  
    if(~use_prec_cv) begin
      h0  <=  H0_INIT;
      h1  <=  H1_INIT;
      h2  <=  H2_INIT;
      h3  <=  H3_INIT;
      h4  <=  H4_INIT;
    end
  end else if((!a_e_busy) && a_e_busy_d) begin  
      h0  <=  h0 + a_reg;
      h1  <=  h1 + b_reg;
      h2  <=  h2 + c_reg;
      h3  <=  h3 + d_reg;
      h4  <=  h4 + e_reg;
  end
end
always @(posedge clk or negedge rst_n) begin
  if(~rst_n)
    dout_vld  <=  1'b0;
  else if((!a_e_busy) && a_e_busy_d)  
    dout_vld  <=  1'b1;
  else
    dout_vld  <=  1'b0;
end
always @(posedge clk or negedge rst_n) begin
  if(~rst_n)
    busy  <=  1'b0;
  else if(din_vld && (!din_vld_d))  
    busy  <=  1'b1;
  else if((!a_e_busy) && a_e_busy_d)  
    busy  <=  1'b0;
end
endmodule
==> ./run.sh <==
#!/bin/bash
# OpenROAD 26Q1-2900-gdf79404cd8, Yosys 0.63+post, stock flow scripts
make -C /OpenROAD-flow-scripts/flow DESIGN_CONFIG=/design/flow/config.mk WORK_HOME=/design/flow/orfs finish
==> ./config.mk <==
export PLATFORM = sky130hd
export DESIGN_NAME = sha1_core
export DESIGN_NICKNAME = sha1_core
export VERILOG_FILES = /design/flow/design.v
export SDC_FILE = /design/flow/constraint.sdc
export NUM_CORES = 4
export LEC_CHECK = 1
export CORE_UTILIZATION = 50
==> ./constraint.sdc <==
current_design sha1_core

set clk_period 14.9
set clk_io_pct 0.2

create_clock -name clk0 -period $clk_period [get_ports {clk}]

set non_clock_inputs [all_inputs -no_clocks]
set_input_delay [expr $clk_period * $clk_io_pct] -clock clk0 $non_clock_inputs
set_output_delay [expr $clk_period * $clk_io_pct] -clock clk0 [all_outputs]
==> run summary <==
Implementation results. Overall via count from detail_route landed at 26.87k. Global-route congestion overflow total landed at 0. The worst setup path is launched from a register. Layout filler cell count landed at 6153. Among all cell types in the netlist, the one instantiated most often is sky130_fd_sc_hd__dfxtp_1.

Pre-placement core utilization landed at 50.56%. In this run, the synthesized area fraction spent on xor and xnor cells is recorded as 6.011%. Per the OpenROAD floorplan log, the height of the die is 279.4 um. Of the total synthesized cell area, the portion taken by AND-OR and OR-AND cells is 14.22%. The worst setup path is captured at a register. The total area inside the core boundary comes to 0.07608 mm2.

Slew at the pin with the worst max-slew slack landed at 0.8651 ns. Number of hold-repair buffers added at the cts stage landed at 0. Count of boundary I/O pins landed at 198. Largest fanout on the critical path landed at 31. Relative to the synthesized area, the layout overhead comes to 16.11%. The number of antenna violations at the first check in global routing is 4. Summing the areas of all and, or, nand and nor instances in the mapped netlist gives 8.344% of the synthesized area. The H-tree generated during clock tree synthesis spans 3 levels.

Final hold violation count landed at 0. Horizontal die dimension landed at 279.4 um. Logged for this run, the post-placement worst setup slack is 8.395 ns. Relative max-transition margin landed at 41.72%. Per the repair_timing log after CTS, setup buffers inserted total 0.

At the worst endpoint, the required time is 15.45 ns. Via density per instance landed at 5.534. Of all cell types, the one taking the most synthesized area is sky130_fd_sc_hd__dfxtp_1. Count of unresolved DRC violations after routing landed at 0. Final worst clock skew landed at 0.07615 ns. Global routing used 31.46% of the available tracks.

Of the available clock period, the critical path in the final layout requires 43.82%. Proportion of synthesized area in mux cells landed at 4.818%. Tally of OpenROAD warnings landed at 34. Number of detailed-route iterations in the first pass landed at 5. Number of port buffers landed at 197. By startpoint and endpoint, the worst setup path is classified as register to register. The post-route utilization of the core is recorded as 58.71%. Summed instance area of the synthesized netlist landed at 0.03846 mm2. Data arrives at the worst endpoint at 7.08 ns. Chip footprint landed at 0.07804 mm2. TritonCTS sink count landed at 847. Insertion delay to the later sink of the worst-skew pair landed at 0.68 ns.

TritonCTS built the clock tree. Total number of placement rows landed at 101. The HPWL after detailed placement is 81430 um. Largest net degree at the start of global routing landed at 111.

Share of Yosys cell area claimed by the top area cell type landed at 24.98%. Reported max-cap violation count landed at 0. Final cell area excluding filler cells landed at 0.04466 mm2.

Dividing the synthesized area by the synthesized cell count gives 10.80 um2. After clock tree synthesis, the repair step resized 0 gates. Of the total synthesized cell area, the portion taken by full adders, half adders and majority gates is 12.98%.

Synthesis produced a netlist whose cell count is 3562. In this run the cell area measured after placement is 0.04156 mm2. For reference, the top cells by area after synthesis are sky130_fd_sc_hd__dfxtp_1, sky130_fd_sc_hd__dfrtp_1, sky130_fd_sc_hd__dfstp_2, sky130_fd_sc_hd__fa_1, sky130_fd_sc_hd__ha_1.

Shortest clock period the worst path allows after layout landed at 6.530 ns. The detail route stage leaves a number of antenna-violating nets equal to 0. Yosys shows that the main logic family after synthesis is AND-OR/OR-AND gates. Average wire length per cell after detail routing landed at 23.38 um. The tree is rooted in a sky130_fd_sc_hd__clkbuf_16. Area figure in the yosys stat output landed at 0.03846 mm2. After the first detailed-routing iteration, the DRC count stood at 1608. The run finished with clean final reports. The synthesis run shows the most used standard cells to be sky130_fd_sc_hd__dfxtp_1, sky130_fd_sc_hd__a21oi_1, sky130_fd_sc_hd__o21ai_0, sky130_fd_sc_hd__inv_1, sky130_fd_sc_hd__ha_1.

Note that the worst hold path type here is register to register. No sink is reached through more buffers than the 3 on the longest clock path. TritonCTS buffer count landed at 86. Fraction of the yosys area taken by sequential cells landed at 49.80%. Count of distinct cell types in the synthesized netlist landed at 76.

Setup TNS after final layout landed at 0 ns. Clock slew at the register clock pins of the worst setup and hold paths landed at 0.06 ns. Fraction of layout instances using a drive strength above 1 landed at 10.44%. Wires add up to 113500 um. Via count of the first global-routing pass landed at 27.36k. Tally of yosys warning messages landed at 2. Final count of negative-setup-slack endpoints landed at 0. Number of cells in Yosys stat landed at 3562. Highest clock rate landed at 0.1531 GHz. In the post-route analysis, the smallest setup slack over all paths is 8.370 ns.

Flip-flop count of the largest register after layout landed at 512. In this run, synthesis produced a sequential element count of 847. For this run, the leading register cell type out of synthesis is sky130_fd_sc_hd__dfxtp_1. Setup repair after global routing left no endpoint under its margin. Final weighted congestion in routability-driven placement landed at 0.9856. Number of pins exceeding their max-slew limit in the final report landed at 0. The first global-routing pass estimated 173500 um of wire. Proportion of register bits with asynchronous set or reset after synthesis landed at 39.55%. Counting flops with a built-in enable in the synthesized netlist gives 32.
## kinds of logic (layout without fill, tap and decap cells)
kind of cell	after synthesis	in the layout
other	0	4
and+or+nand+nor	645	645
AOI/OAI and AO/OA	908	908
buffers and inverters	393	653
muxes	181	181
adders and majority gates	324	324
DFF	847	847
xor gates and xnor gates	264	264
## layout by cell type (no fill, tap or decap), types with 103 or more instances in the layout
cell type	count
sky130_fd_sc_hd__dfxtp_1	480
sky130_fd_sc_hd__a21oi_1	310
sky130_fd_sc_hd__o21ai_0	267
sky130_fd_sc_hd__inv_1	260
sky130_fd_sc_hd__ha_1	199
sky130_fd_sc_hd__clkdlybuf4s50_1	194
sky130_fd_sc_hd__xnor2_1	192
sky130_fd_sc_hd__nand2_1	180
sky130_fd_sc_hd__dfrtp_1	174
sky130_fd_sc_hd__dfstp_2	160
sky130_fd_sc_hd__mux2i_1	151
sky130_fd_sc_hd__nor2_1	135
sky130_fd_sc_hd__fa_1	125
sky130_fd_sc_hd__nand3_1	103
## cell type report
type / instances / area [um2] / share of cell area [%]
flip-flops and latches: 847 / 19160 / 42.90
multi-input cells: 2322 / 17880 / 40.05
clock buffers: 127 / 2633 / 5.895
repair buffers: 233 / 2252 / 5.043
well taps: 1030 / 1289 / 2.886
inverters: 260 / 975.9 / 2.185
clock inverters: 33 / 459.2 / 1.028
diodes: 4 / 10.01 / 0.02241
## stage by stage
step | cells | hold WS [ns]
after global placement | 4692 | 0.3101
after global routing | 4852 | 0.3038
after detailed placement | 4692 | 0.3121
after floorplan | 3562 | 0.3096
final | 4856 | 0.3008
after CTS | 4852 | 0.2996
## worst max-delay path, stage by stage, from the launching register on
cell	delay (ns)
sky130_fd_sc_hd__dfrtp_1	0.42
sky130_fd_sc_hd__inv_1	0.10
sky130_fd_sc_hd__ha_1	0.41
sky130_fd_sc_hd__nor2_1	0.14
sky130_fd_sc_hd__inv_1	0.11
sky130_fd_sc_hd__buf_4	0.36
sky130_fd_sc_hd__a221o_1	0.21
sky130_fd_sc_hd__o21ai_0	0.19
sky130_fd_sc_hd__fa_1	0.54
sky130_fd_sc_hd__inv_1	0.05
sky130_fd_sc_hd__fa_1	0.49
sky130_fd_sc_hd__inv_1	0.06
sky130_fd_sc_hd__fa_1	0.47
sky130_fd_sc_hd__fa_1	0.42
sky130_fd_sc_hd__nor2b_1	0.14
sky130_fd_sc_hd__o21a_1	0.14
sky130_fd_sc_hd__o21ai_1	0.11
sky130_fd_sc_hd__a211o_1	0.31
sky130_fd_sc_hd__a311oi_1	0.55
sky130_fd_sc_hd__a211oi_1	0.26
sky130_fd_sc_hd__o21ai_1	0.27
sky130_fd_sc_hd__a211o_1	0.18
sky130_fd_sc_hd__a21oi_1	0.10
sky130_fd_sc_hd__o21ai_1	0.18
sky130_fd_sc_hd__xnor2_1	0.13
sky130_fd_sc_hd__o21ai_0	0.09
## path summary, 6_finish.rpt
path                       depth (start not counted)  slack, ns      endpoint         start
setup / recovery                                  25       8.37     a_reg[31]  stage_cal[1]
hold / removal                                     0       0.30  w_reg[0][11]  w_reg[1][11]
setup reg to reg                                  25       8.37     a_reg[31]  stage_cal[1]
hold reg to reg                                    0       0.30  w_reg[0][11]  w_reg[1][11]
max in group asynchronous                          3      10.69      a_e_busy         rst_n
min in group asynchronous                          1       2.26        h1[20]         rst_n
## metal layers
layer	track usage (%)	share of wire, %
met4	9.284	3.6
met3	8.611	7.6
met2	45.68	44
met5	0	0.014
met1	48.48	44
